<file path="/design/flow/constraint.sdc">
current_design uart_module

set clk_period 1.0
set clk_io_pct 0.2

create_clock -name clk0 -period $clk_period [get_ports {clk}]
create_clock -name clk1 -period $clk_period [get_ports {rxd}]
create_clock -name clk2 -period $clk_period [get_ports {trigger}]

set non_clock_inputs [all_inputs -no_clocks]
set_input_delay [expr $clk_period * $clk_io_pct] -clock clk0 $non_clock_inputs
set_output_delay [expr $clk_period * $clk_io_pct] -clock clk0 [all_outputs]
</file>
<file path="/design/flow/design.v">
module uart_module(
    input clk,
	 input rst,
	 input stop,
    input enable_ctrl,
    input trigger,
	 input odd_ctrl,
	 input rxd,
	 input [7:0] tx_data,
	 output[7:0] rx_data,
	 output error,
	 output received,
	 output sended,
	 output txd
);
wire [0:0] cord;
uart_tx_updated uart_tx_0 (
    .clk(clk),
	 .rst(rst),
	 .enable_ctrl(enable_ctrl),
	 .odd_ctrl(odd_ctrl),
	 .stop_ctrl(stop),
	 .send_trigger(trigger),
	 .tx_data(tx_data),
	 .txd(txd),
	 .sended(sended)
);
uart_rx_updated uart_rx_0(
    .clk(clk),
    .rst(rst),
	 .odd_ctrl(odd_ctrl),
	 .enable_ctrl(enable_ctrl),
	 .read_trigger(trigger),
	 .data(rx_data),
	 .error(error),
	 .received(received),
	 .rxd(rxd)
);
endmodule
module  uart_rx_updated(
     input clk,
	  input rst,
	  input rxd,
	  input odd_ctrl,
	  input enable_ctrl,
	  input read_trigger,
	  output [7:0] data,
	  output reg error,
	  output reg received
);
parameter CLK_FRE = 50;                
parameter BAUD_RATE = 9600;           
localparam CYCLE = CLK_FRE * 1000000 / BAUD_RATE;   
parameter S_IDLE  = 4'd0;   
parameter S_START = 4'd1;   
parameter S_BIT0  = 4'd2;   
parameter S_BIT1  = 4'd3;   
parameter S_BIT2  = 4'd4;   
parameter S_BIT3  = 4'd5;   
parameter S_BIT4  = 4'd6;   
parameter S_BIT5  = 4'd7;   
parameter S_BIT6  = 4'd8;   
parameter S_BIT7  = 4'd9;   
parameter S_ODD  = 4'd10;   
parameter S_STOP  = 4'd11;  
reg[3:0]  state = S_IDLE;       
reg[15:0] bit_timer = 16'b0;    
reg[0:0]  read_flag = 1'b0;     
reg[0:0]  read_trigger_flag =1'b0;
reg[0:0]  received_flag;
reg[7:0]  rx_data;                    
assign  even_bit = ^rx_data;          
assign   odd_bit = ~even_bit;         
assign      data =rx_data;
assign   read_odd =odd_bit;
always@(posedge read_trigger or posedge received_flag)
begin
   if(received_flag)
	 begin
       read_trigger_flag<=1'b0;
	 end
	else
    begin
	    read_trigger_flag<=1'b1;
	 end 
end
always@(negedge rxd or posedge received_flag)
begin
   if(received_flag)
	  begin
	  read_flag<=1'b0;  
	  end	  
	else
	   if(read_trigger_flag&&enable_ctrl) 
	    begin                             
	    read_flag<=1'b1;                  
	     end
	  else
	     begin
	    read_flag<=1'b0;
	     end
end
always@(posedge read_flag or negedge received_flag) 
begin                                               
    if(read_flag)                                  
	 begin                                         
		  received<=1'b0;                           
		end
	 else
	   begin
		  received<=1'b1;
		end
end
always@(posedge clk or negedge rst)
begin
    if (!rst)  
	begin 
		bit_timer <= 16'd0;
		state <= S_IDLE;       
	end 
	else
	begin
	    case(state)
		S_IDLE:
		    begin
			    error<=1'b0;
			    received_flag<=1'b0;
			    if(read_flag)
				begin 
				 state <= S_BIT0;  
				end 
				 else
				begin 
				 state <= state;
				end
		    end
		S_BIT0:
		   begin   
				if (bit_timer == CYCLE)
				begin
				    bit_timer <= 16'd0;
					 state <= S_BIT1;      
					 rx_data[0] <= rxd  ;  
				end
				else
				begin
				    bit_timer <= bit_timer + 16'd1;
					 state <= state;       
				end
			end
		 S_BIT1:
		   begin
				if (bit_timer == CYCLE)
				begin
				    bit_timer <= 16'd0;
					 state <= S_BIT2;      
					 rx_data[1] <= rxd  ;      
				end
				else
				begin
				    bit_timer <= bit_timer + 16'd1;
					 state <= state;       
				end
			end
		 S_BIT2:
		   begin
				if (bit_timer == CYCLE)
				begin
				    bit_timer <= 16'd0;
					 state <= S_BIT3;      
			       rx_data[2] <= rxd  ;      
				end
				else
				begin
				    bit_timer <= bit_timer + 16'd1;
					 state <= state;       
				end
			end
       S_BIT3:
		   begin
				if (bit_timer == CYCLE)
				begin
				    bit_timer <= 16'd0;
					 state <= S_BIT4;      
		          rx_data[3] <= rxd  ;      
				end
				else
				begin
				    bit_timer <= bit_timer + 16'd1;
					 state <= state;       
				end
			end
       S_BIT4:
		   begin
				if (bit_timer == CYCLE)
				begin
				    bit_timer <= 16'd0;
					 state <= S_BIT5;      
                rx_data[4] <= rxd  ;      
				end
				else
				begin
				    bit_timer <= bit_timer + 16'd1;
					 state <= state;       
				end
			end
       S_BIT5:
		   begin
				if (bit_timer == CYCLE)
				begin
				    bit_timer <= 16'd0;
					 state <= S_BIT6;      
		          rx_data[5] <= rxd  ;      
				end
				else
				begin
				    bit_timer <= bit_timer + 16'd1;
					 state <= state;       
				end
			end
       S_BIT6:
		   begin
				if (bit_timer == CYCLE)
				begin
				    bit_timer <= 16'd0;
					 state <= S_BIT7;      
		          rx_data[6] <= rxd  ;      
				end
				else
				begin
				    bit_timer <= bit_timer + 16'd1;
					 state <= state;       
				end
			end
		 S_BIT7:
		   begin
				if (bit_timer == CYCLE)
				begin
				    bit_timer <= 16'd0;
			       rx_data[7] <= rxd  ;      
					 if(odd_ctrl)
					  begin
					    state<=S_ODD; 
					  end
					 else
					  begin
						 received_flag<=1'b1;
						 state<=S_STOP; 
					  end 
				end
				else
				begin
				    bit_timer <= bit_timer + 16'd1;
					 state <= state;       
				end
			end
		  S_ODD:
        begin
				if (bit_timer == CYCLE)
				begin
				    bit_timer <= 16'd0;					 			 
					 if(odd_bit==rxd)
					 begin
					     error<=1'b0;
					 end
					 else
					 begin
					     error<=1'b1;			    
					 end
					 received_flag<=1'b1;
					 state <= S_STOP;     
				end
				else
				begin
				    bit_timer <= bit_timer + 16'd1;
					 state <= state;     
				end
		  end
		  S_STOP:
			begin
			  received_flag<=1'b1;
			  state <= S_IDLE; 
			end
		endcase
	end
end
endmodule
module  uart_tx_updated(
     input clk,
	  input rst,
	  input enable_ctrl,
	  input odd_ctrl,
	  input stop_ctrl,
	  input send_trigger,
	  input [7:0] tx_data,
	  output reg txd,
	  output reg sended 
);
parameter CLK_FRE = 50;                
parameter BAUD_RATE = 9600;           
localparam CYCLE = CLK_FRE * 1000000 / BAUD_RATE;   
localparam CYCLE_2 =2*CYCLE;          
parameter S_IDLE = 4'd0;    
parameter S_START = 4'd1;   
parameter S_BIT0 = 4'd2;    
parameter S_BIT1 = 4'd3;    
parameter S_BIT2 = 4'd4;    
parameter S_BIT3 = 4'd5;    
parameter S_BIT4 = 4'd6;    
parameter S_BIT5 = 4'd7;    
parameter S_BIT6 = 4'd8;    
parameter S_BIT7 = 4'd9;    
parameter S_ODD  = 4'd10;    
parameter S_STOP1 = 4'd11;    
parameter S_STOP2 = 4'd12;    
reg[0:0]  send_flag=0;              
reg[0:0]  sended_flag;            
reg[3:0]  state = S_IDLE;           
reg[15:0] bit_timer = 16'b0;        
assign     even_bit = ^tx_data;         
assign      odd_bit = ~even_bit;         
assign      send_odd = odd_bit;
always@(posedge send_trigger or posedge sended_flag)
begin
    if(sended_flag)  
	  begin
      send_flag<=1'b0;
		   sended<=1'b1;
	  end
	 else               
	  begin
	   send_flag<=1'b1;
		   sended<=1'b0;
	  end 
end 
always@(posedge clk or negedge rst)
begin
    if (!rst)
	begin 
	    state <= S_IDLE;
		bit_timer <= 16'd0;
		txd <= 1'b0;
	end 
	else
	begin
	    case(state)
		S_IDLE:
		 begin
		     sended_flag<=1'b0;
		     if(!enable_ctrl&&send_flag)
		     begin
			    bit_timer <= 16'd0;
			    state <= S_START;    
			    txd <= 1'b1;         
			  end
		     else
			  begin
			    state<=state;
			  end
		  end
		S_START:
		    begin
			    txd <= 1'b0;
				if (bit_timer == CYCLE)
				begin
				    bit_timer <= 16'd0;
					 state <= S_BIT0;      
				end
				else
				begin
				    bit_timer <= bit_timer + 16'd1;
					 state <= state;       
				end
			end
		S_BIT0:
		    begin
			    txd <= tx_data[0];
				if (bit_timer == CYCLE)
				begin
				    bit_timer <= 16'd0;
					 state <= S_BIT1;      
				end
				else
				begin
				    bit_timer <= bit_timer + 16'd1;
					 state <= state;       
				end
			end
		S_BIT1:
		    begin
			    txd <= tx_data[1];
				if (bit_timer == CYCLE)
				begin
				    bit_timer <= 16'd0;
					 state <= S_BIT2;      
				end
				else
				begin
				    bit_timer <= bit_timer + 16'd1;
					 state <= state;       
				end
			end
		S_BIT2:
		    begin
			    txd <= tx_data[2];
				if (bit_timer == CYCLE)
				begin
				    bit_timer <= 16'd0;
					 state <= S_BIT3;      
				end
				else
				begin
				    bit_timer <= bit_timer + 16'd1;
					 state <= state;       
				end
			end
		S_BIT3:
		    begin
			    txd <= tx_data[3];
				if (bit_timer == CYCLE)
				begin
				    bit_timer <= 16'd0;
					 state <= S_BIT4;      
				end
				else
				begin
				    bit_timer <= bit_timer + 16'd1;
					 state <= state;       
				end
			end
		S_BIT4:
		    begin
			    txd <= tx_data[4];
				if (bit_timer == CYCLE)
				begin
				    bit_timer <= 16'd0;
					 state <= S_BIT5;      
				end
				else
				begin
				    bit_timer <= bit_timer + 16'd1;
					 state <= state;       
				end
			end
		S_BIT5:
		    begin
			    txd <= tx_data[5];
				if (bit_timer == CYCLE)
				begin
				    bit_timer <= 16'd0;
					 state <= S_BIT6;      
				end
				else
				begin
				    bit_timer <= bit_timer + 16'd1;
					 state <= state;       
				end
			end
		S_BIT6:
		    begin
			    txd <= tx_data[6];
				if (bit_timer == CYCLE)
				begin
				    bit_timer <= 16'd0;
					 state <= S_BIT7;      
				end
				else
				begin
				    bit_timer <= bit_timer + 16'd1;
					 state <= state;       
				end
		    end
		S_BIT7:
		    begin
			    txd <= tx_data[7];
				if (bit_timer == CYCLE)
				  begin
				    bit_timer <= 16'd0;
					 if(odd_ctrl)
					   begin
					  state <= S_ODD;    
						end
					 else
					   begin
						  if(stop_ctrl)
						    begin
							 state <= S_STOP2;	 
							 end	
	                  else
                       begin
		                state <= S_STOP1;
		                 end					  
					   end
				   end
				else			
				  begin
				    bit_timer <= bit_timer + 16'd1;
					 state <= state;       
				  end
			end
		 S_ODD:
		 begin	    
  		       txd <= odd_bit;
				if (bit_timer == CYCLE)
				     begin
				        bit_timer <= 16'd0;
                    if(stop_ctrl)
						    begin
							 state <= S_STOP2;
							 end	
	                  else
                       begin
		                state <= S_STOP1;
		                 end		
				     end
			   else
				  begin
				    bit_timer <= bit_timer + 16'd1;
					 state <= state;       
				  end
		  end	
		S_STOP1:
		    begin
			    txd <= 1'b1;
				if (bit_timer == CYCLE)
				begin
				    bit_timer <= 16'd0;
					 state <= S_IDLE;      
					 sended_flag<=1'd1;
				end
				else
				begin
				    bit_timer <= bit_timer + 16'd1;
					 state <= state;       
				end
			end
		 S_STOP2:
		    begin
			    txd <= 1'b1;
				if (bit_timer == CYCLE_2)
				begin
				    bit_timer <= 16'd0;
					 state <= S_IDLE;      
					 sended_flag<=1'd1;
				end
				else
				begin
				    bit_timer <= bit_timer + 16'd1;
					 state <= state;       
				end
			end			
		default:
			begin
				state <= S_IDLE;
			end
		endcase
	end
end
endmodule
</file>
<file path="/design/flow/run.sh">
#!/bin/bash
# OpenROAD 26Q1-2900-gdf79404cd8, Yosys 0.63+post, stock flow scripts
make -C /OpenROAD-flow-scripts/flow DESIGN_CONFIG=/design/flow/config.mk WORK_HOME=/design/flow/orfs finish
</file>
<file path="/design/flow/config.mk">
export PLATFORM = sky130hd
export DESIGN_NAME = uart_module
export DESIGN_NICKNAME = uart_module
export VERILOG_FILES = /design/flow/design.v
export SDC_FILE = /design/flow/constraint.sdc
export NUM_CORES = 4
export LEC_CHECK = 1
export CORE_UTILIZATION = 50
</file>
==> out/metrics.sh <==
WORSTPATHREQUIRED_NS=1.20
DRT_FIRST_PASS_ITERS=4
CRITICAL_PATH.CELL_CHAIN='inv_2 > ha_4 > or4b_4 > or4_4 > buf_4 > nand2_4 > nand3b_4 > mux2_4'
SYNTH-SEQ-CELLS=57
CLKTRANSATPATHREGS_NS=0.10
ENDPOINT_OF_THE_WORST_REGISTER_TO_REGISTER_PATH='uart_tx_0.state[2]$_DFFE_PN0P_'
GRT_OVERFLOW=0
GRT_FIRST_PASS_WIRELENGTH_UM=13400
TIMING.CRITICAL_PATH.SLOWEST_STAGE_CELL='sky130_fd_sc_hd__or4_4'
GRT_USE_TOTAL_PCT=26.9
SYNTHFLOPTYPE='sky130_fd_sc_hd__dfrtp_1'
FINAL_HPWL_FROM_DETAILED_PLACEMENT_UM=5380
ASYNCSETRESETFLOPFRACSYNTH_PCT=80.7
WORST_SETUP_PATH_START_KIND='flop'
GPL.FINAL_WEIGHTED_CONGESTION=0.904
HOLDCRITPATHCLASS='clk -> reg'
DIE_HEIGHT_UM=82.4
NUMBER_OF_CELLS_ON_THE_WORST_HOLD_PATH=2
GRT_ANTENNA_BEFORE_REPAIR=0
UNCONSTRAINED_ENDPOINTS=1
CRIT_FANOUT=5
TIMING.REG2REG.WORST_PATH_DEPTH=8
YOSYSWARNINGCOUNT=8
RUN_STATUS='finished with violations'
YOSYSCHIPAREA_SQ_UM=3230
TOP_CELL='sky130_fd_sc_hd__dfrtp_1'
CP.DEPTH=8
SYN2LAYOUT_AREA_GROWTH_PCT=59.1
ENABLE_FLOP_CELLS=11
DRV.MAX_CAP_VIOLATION_COUNT=0
CRIT_TYPE='reg -> reg'
REGISTER_PINS_LEFT_WITHOUT_A_CLOCK=1
SYNTH_AREA_SQ_UM=3230
ROUTE.DETAILED.WL_PER_INST_UM=16.2
ANTENNA_VIOLATING_NETS_POST_ROUTE=0
HOLD-WORST-SLACK_NS=0.0322
HOLD_PATH_END='uart_rx_0.rx_data[6]$_DFFE_PP_'
CORE_AREA_SQ_UM=6060
POSTSYNTHCELLCOUNT=341
ANTENNADIODECOUNT=0
PLACE_INST=524
UNREPAIRED_SETUP_ENDPOINTS_AFTER_GLOBAL_ROUTING='yes'
AREA.SEQUENTIAL_SQ_UM=1490
HOLD_FAILS_FINAL_RPT=0
FAILED_CHECKS='negative setup slack'
YS_CELLS=341
FLOORPLAN.ROWS=28
GRT_PASS1_VIAS=2937
IO_BUFFERS=24
CRITICAL_PATH.N_BUFFERS_INVERTERS=2
CHIP_AREA_SQ_UM=6790
GRT_START_MAX_NET_PINS=24
SYNTH_TOP_CELL_BY_AREA='sky130_fd_sc_hd__dfrtp_1'
NETLIST.AREA_LEADER.SHARE_PCT=33.3
NETLIST_TOP_CELLS_COUNT='sky130_fd_sc_hd__dfrtp_1 (43), sky130_fd_sc_hd__nor2_1 (34), sky130_fd_sc_hd__nand2_1 (30)'
LEAKAGEPOWER_uW=0.00224
FLOORPLANUTILIZATION_PCT=53.3
CP-END-KIND='flop'
FINAL_LAYOUT_SIZE_SUFFIX_GT1_SHARE_PCT=44.4
POST_DRT_VIA_CELL_RATIO=5.59
WORST_REG2REG_STARTPOINT='uart_tx_0.bit_timer[1]$_DFFE_PN0P_'
NUM-FILL-CELLS=289
TRITONCTS='done'
NUMBER_OF_PLACED_I_O_PINS=27
NETLIST-CELL-TYPE-COUNT=61
DRT_WL_TOTAL_UM=9150
FINALNONFILLERCELLS=566
POST-ROUTE-DRC-COUNT=0
P_TOTAL_uW=7220
NUM_VIAS=3164
SYNTH.AVG_CELL_AREA_SQ_UM=9.48
POST_SYNTH_MAIN_AREA_CONTRIBUTORS='sky130_fd_sc_hd__dfrtp_1 (33%), sky130_fd_sc_hd__edfxtp_1 (10%), sky130_fd_sc_hd__xnor2_1 (6.8%), sky130_fd_sc_hd__nor2_1 (3.9%), sky130_fd_sc_hd__nand2_1 (3.5%)'
TOP_CELL_FAMILY_BY_DELAY_ON_THE_CRITICAL_PATH='simple AND/OR/NAND/NOR gates'
FLOORPLAN.DIE.WIDTH_UM=82.4
SETUP_SLACK_NS=-1.29
FINAL-COMB-AREA_SQ_UM=2060
MAXIMUM_CLOCK_SKEW_AT_FINAL_LAYOUT_NS=0.00849
MAXSLEWVIOLCOUNT=0
REG2REG_SLACK_NS=-1.29
FIRST_ITER_VIOLATIONS=148
POWER_PER_CELL_AREA_nW_PER_UM2=1400
CP.ARRIVAL_NS=2.49
TIMING.HOLD.WORST.START='rxd'
FINAL-SETUP-VIOL-COUNT=66
WARNING_COUNT=38
SYNTH_SEQ_SHARE_PCT=45.9
CP_SLOWEST_STAGE_DELAY_NS=0.48
IRDROPWORSTVDD_uV=1460
-- routing by layer --
layer	share of wire, %	vias to the layer above	track usage, %	routed length [um]
met5	0	-	0	0
met4	0.96	0	5.79	88
met3	4.8	11	6.13	436
met2	48	86	41.2	4390
met1	46	1541	40.6	4240
li1	-	1526	-	-
-- placed cells by master (no fill, tap or decap), types with 12 or more instances in the layout --
master | synthesis | routed
sky130_fd_sc_hd__buf_2 | 1 | 12
sky130_fd_sc_hd__buf_6 | 1 | 18
sky130_fd_sc_hd__clkbuf_8 | 0 | 15
sky130_fd_sc_hd__nand2_1 | 30 | 26
sky130_fd_sc_hd__xnor2_1 | 25 | 23
sky130_fd_sc_hd__dfrtp_1 | 43 | 41
sky130_fd_sc_hd__buf_4 | 0 | 97
sky130_fd_sc_hd__nor2_1 | 34 | 19
-- registers in the layout, summed over array words and instances, names as in the netlist --
name / count
uart_rx_0.error: 1
uart_rx_0.received_flag: 1
uart_rx_0.read_flag: 1
uart_tx_0.state: 4
uart_tx_0.sended: 1
uart_rx_0.read_trigger_flag: 1
uart_rx_0.state: 4
uart_tx_0.bit_timer: 16
uart_tx_0.txd: 1
uart_tx_0.send_flag: 1
uart_rx_0.bit_timer: 16
uart_tx_0.sended_flag: 1
uart_rx_0.received: 1
uart_rx_0.rx_data: 8
-- metrics by stage --
step                cell area [sq um]  utilization [%]  TNS, ns  setup slack, ns
floorplan                        3470                -   -41.12            -1.26
global placement                 4380             72.3   -49.01            -1.26
detailed placement               4380             72.3   -49.66            -1.32
CTS                              4870             80.3   -47.76            -1.27
global route                     5140             84.8   -54.83            -1.35
finish                           5140             84.8   -50.00            -1.29
-- kinds of logic after synthesis --
logic type	Yosys count	share of synthesized area (%)
XOR/XNOR	32	8.67
adder cells (fa/ha/maj)	4	1.55
buffers and inverters	29	3.64
AND/OR/NAND/NOR	144	23.8
other	2	0.232
multiplexers	7	2.79
flip-flops	57	45.9
AND-OR/OR-AND	66	13.5
-- what timing repair did --
item | 4_1_cts | 5_1_grt
endpoints found under the setup margin | 69 | 68
hold buffers | 2 | 0
setup buffers | 12 | 17
hold endpoints to repair | 18 | 0
pin swaps | 21 | 20
gates resized | 75 | 46
-- cell type report --
| class | count | share of cell area, % |
|---|---|---|
| Multi-Input combinational cell | 257 | 40.1 |
| Sequential cell | 57 | 28.9 |
| Timing Repair Buffer | 144 | 22.8 |
| Clock buffer | 17 | 4.57 |
| Tap cell | 75 | 1.82 |
| Inverter | 14 | 1.02 |
| Clock inverter | 2 | 0.754 |
-- how the worst max path moves through the flow --
stage	endpoint	slack (ns)	start
after CTS	uart_tx_0.state[2]$_DFFE_PN0P_	-1.27	uart_tx_0.bit_timer[1]$_DFFE_PN0P_
after global routing	uart_tx_0.bit_timer[7]$_DFFE_PN0P_	-1.35	uart_tx_0.bit_timer[1]$_DFFE_PN0P_
final	uart_tx_0.state[2]$_DFFE_PN0P_	-1.29	uart_tx_0.bit_timer[1]$_DFFE_PN0P_
-- report_power, final --
group	switching, uW	internal [uW]
combinational	738	787
sequential	89.7	2580
clock	1120	1900
total	1950	5280
